===== design/flow/config.mk =====
export PLATFORM = sky130hd
export DESIGN_NAME = gas_fsm
export DESIGN_NICKNAME = gas_fsm
export VERILOG_FILES = /design/flow/design.v
export SDC_FILE = /design/flow/constraint.sdc
export NUM_CORES = 4
export LEC_CHECK = 1
export CORE_AREA = 10 10 70 70
export DIE_AREA = 0 0 80 80

===== design/flow/design.v =====
module gas_fsm (
    input wire clk,
    input wire rst,  
    input wire G,    
    input wire T,    
    input wire P,    
    input wire C,    
    input wire F,    
    input wire R,    
    output reg V,    
    output reg B,    
    output reg S,    
    output reg L,    
    output reg A,    
    output reg U     
);
    localparam [2:0]
        S0_STANDBY      = 3'b000,
        S1_HAZARD       = 3'b001,
        S2_FAULT_MIT    = 3'b010,
        S3_WAIT_RESET   = 3'b011,
        S4_FAILSAFE_PF  = 3'b100,
        S5_HAZARD_PF    = 3'b101;
    reg [2:0] curr_state, next_state;
    wire isHazard = (~G) | (~T);  
    wire isSafe = G & T;
    wire isPowerFail = ~P;
    wire isMitigationFault = (~C) | (~F);  
    wire isResetAuth = R;
    always @(posedge clk or posedge rst) begin
        if (rst)
            curr_state <= S0_STANDBY;  
        else
            curr_state <= next_state;  
    end
    always @(*) begin
        next_state = curr_state;
        case (curr_state)
            S0_STANDBY: begin
                if (isPowerFail)
                    next_state = S4_FAILSAFE_PF;
                else if (isHazard)
                    next_state = S1_HAZARD;
            end
            S1_HAZARD: begin
                if (isPowerFail)
                    next_state = S5_HAZARD_PF;
                else if (isMitigationFault)
                    next_state = S2_FAULT_MIT;
                else if (isSafe)
                    next_state = S3_WAIT_RESET;
            end
            S2_FAULT_MIT: begin
                if (isPowerFail)
                    next_state = S5_HAZARD_PF;  
                else if (isSafe)
                    next_state = S3_WAIT_RESET;
            end
            S3_WAIT_RESET: begin
                if (isPowerFail)
                    next_state = S4_FAILSAFE_PF;
                else if (isResetAuth)
                    next_state = S0_STANDBY;
                else if (isHazard)  
                    next_state = S1_HAZARD;
            end
            S4_FAILSAFE_PF: begin
                if (~isPowerFail)  
                    next_state = S0_STANDBY;
            end
            S5_HAZARD_PF: begin
                if (~isPowerFail)  
                    next_state = S1_HAZARD;  
            end
            default:
                next_state = S0_STANDBY;
        endcase
    end
    always @(*) begin
        V = 1'b0; B = 1'b0; S = 1'b0;
        L = 1'b0; A = 1'b0; U = 1'b0;
        case (curr_state)
            S0_STANDBY:      {V,B,S,L,A,U} = 6'b000000;  
            S1_HAZARD:       {V,B,S,L,A,U} = 6'b101111;  
            S2_FAULT_MIT:    {V,B,S,L,A,U} = 6'b101111;  
            S3_WAIT_RESET:   {V,B,S,L,A,U} = 6'b000111;  
            S4_FAILSAFE_PF:  {V,B,S,L,A,U} = 6'b010000;  
            S5_HAZARD_PF:    {V,B,S,L,A,U} = 6'b111111;  
            default:         {V,B,S,L,A,U} = 6'b000111;  
        endcase
    end
endmodule

===== design/flow/run.sh =====
#!/bin/bash
# OpenROAD 26Q1-2900-gdf79404cd8, Yosys 0.63+post, stock flow scripts
make -C /OpenROAD-flow-scripts/flow DESIGN_CONFIG=/design/flow/config.mk WORK_HOME=/design/flow/orfs finish

===== design/flow/constraint.sdc =====
current_design gas_fsm

set clk_period 1.9
set clk_io_pct 0.2

create_clock -name clk0 -period $clk_period [get_ports {clk}]

set non_clock_inputs [all_inputs -no_clocks]
set_input_delay [expr $clk_period * $clk_io_pct] -clock clk0 $non_clock_inputs
set_output_delay [expr $clk_period * $clk_io_pct] -clock clk0 [all_outputs]

==> deck_impl_summary.md <==
Run Summary

Final layout
  • Biggest register: curr_state
  • Share of cells above drive strength 1: 0.152
  • Largest register FFs: 6
  • Top Registers: curr_state x6
  • P&R area growth vs syn: 66.4%
  • Final Instance Area: 508 µm²
  • Logic area: around 130 µm²
  • Fill cell count: 387
  • Sequential standard cell area: around 150 µm²
  • Finished Core Util: 0.149

Detailed routing
  • DR vias: 272
  • Initial drt markers: 72
  • Vias/cell: 2.96
  • DRC Markers: 0
  • Antenna Nets Post-Route: 0
  • DR WL/cell: 8.92 µm
  • N_diodes: 0
  • DR pass1 iterations: 4
  • Final WL: about 820 µm

Final timing
  • Setup TNS: 0 ps
  • Final setup vio count: 0
  • Relative slew margins: 0.845
  • Crit path time final: between 1500 and 2000 ps
  • Fin worst setup slack: around 110 ps
  • Hold WS: 346 ps
  • Worst-Margin Slew: 232 ps
  • Period Utilization, post-route: 0.941
  • Clock Skew: roughly 13 ps
  • FMAX: 559 MHz
  • Final hold viol count: 0
  • RSZ-0062 raised after global routing: no
  • Final max-slew violation count: 0

Logic synthesis
  • Yosys stat chip area: around 310 µm²
  • Synth Area per Inst: 9.54 µm²
  • Yosys cell count: 32
  • Area leader share: 0.410
  • Synthesized cell area: 305 µm²
  • Synth cell types: 16
  • Synthesized instance count: 32
  • Synth warn: 1
  • Yosys reg bits: 6
  • Seq share, synth: 0.496
  • Top cells, area: dfrtp_1 (41%), dfstp_2 (8.6%), buf_4 (7.4%)
  • Largest area contributor in the netlist: dfrtp_1

Clocking
  • CTS Buf Count: 3
  • Clock Sinks: 6
  • Reg clk slew, reported paths: 60 ps
  • Post-CTS Hold Fix Bufs: 0
  • Clk latency of the worst-skew pair: 250 ps
  • TritonCTS clock tree: yes
  • Htree depth: 1
  • Clock tree buffer depth: 2
  • Clock Tree Root: clkbuf_4
  • Post-CTS setup buffer count: 0

Power and ir drop
  • Peak supply drop: 0.131 mV
  • Leak pwr: roughly 0.20 nW
  • PwrDens: 745 nW/µm²

Global routing
  • Gr ovfl total: 0
  • First-pass GRT wire length: ~1400 µm
  • Vias in the first global route: 295
  • Largest net degree at the start of global routing: 7
  • GRT Util Overall: 0.0265
  • Initial antenna violation count: 0

Critical path
  • Crit-path max FO: 3
  • Setup crit end kind: primary output
  • Critical path class: register to primary output
  • Crit path DRT: 1520 ps
  • Worst EP arrival: 1410 ps
  • Crit start category: register

Placement
  • PortBufs: 13
  • Final HPWL DP: 669 µm
  • Pre-CTS WS: approximately 180 ps
  • Final GP Congestion: 0.821
  • Area after DPL: 470 µm²

Die
  • Top-Level Pins: 14
  • Row cnt: 21
  • Chip area: 6400 µm²
  • Die Wd: 80 µm
  • Die Ht: 80 µm
  • Core area: 3420 µm²
  • Init Core Util: 0.0894

Job
  • Max-Cap Viols: 0
  • Tool Warnings: 25

Status
  • Status: completed

Hold path
  • Worst hold path class: primary input to asynchronous set/reset pin
-- stage by stage --
stage	instances	power [W]
after floorplan	32	0.000188
after global placement	88	0.000242
after detailed placement	88	0.000244
after CTS	92	0.000379
after global routing	92	0.000406
final	92	0.000379
-- cell usage in the layout (no fill, tap or decap) --
cell type        synthesis  layout
inv_1                    4       4
nor2_1                   3       3
a21oi_1                  2       2
a311oi_2                 1       1
or2_2                    1       1
and3b_1                  1       1
a31oi_1                  1       1
dfrtp_1                  5       5
dfstp_2                  1       1
a21boi_0                 2       2
o21a_1                   1       1
nor3_1                   2       1
nand3_1                  3       3
o21ai_1                  0       1
clkbuf_4                 0       3
nand2b_1                 1       1
clkbuf_1                 0       1
nor3_4                   0       1
clkdlybuf4s50_1          0      13
-- final cells by class --
type / instances / area share
sequential: 6 / 0.298
timing repair buffer: 13 / 0.256
multi-input combinational: 19 / 0.251
tap: 46 / 0.113
clock buffer: 4 / 0.0517
inverter: 4 / 0.0296
-- where the power goes --
part / switching (W) / internal, W
Sequential: 0.0000124 / 0.000139
Combinational: 0.0000280 / 0.0000691
Clock: 0.0000507 / 0.0000798
-- metal layers --
metal / wire length [µm] / track usage / vias up
met2: 365 / 0.0425 / 13
met4: 0 / 0.00176 / 0
met1: 318 / 0.0289 / 124
li1: - / - / 135
met5: 0 / 0 / -
met3: 137 / 0.0193 / 0
-- cell usage after synthesis, drive strengths merged --
library cell  n
or2           1
nand3         3
a21oi         2
and3b         1
buf           3
o21ai         1
dfstp         1
a21boi        2
inv           4
nor3          2
nand2b        1
nor2          3
o21a          1
a31oi         1
dfrtp         5
a311oi        1
-- logic make-up after synthesis --
kind of cell | count (synthesis) | synth area share
simple gates | 11 | 0.189
compound gates | 8 | 0.193
buf+inv | 7 | 0.123
flops | 6 | 0.496
-- final timing paths --
kind / start / endpoint / slack (ps) / depth (start not counted)
max reg2reg: curr_state[4] / curr_state[3] / 900 / 2
min: rst / curr_state[4] / 350 / 2
max in group asynchronous: rst / curr_state[0] / 1280 / 2
min reg2reg: curr_state[0] / curr_state[0] / 500 / 2
max: curr_state[3] / L / 110 / 3
min in group clk0: curr_state[0] / curr_state[0] / 500 / 2
-- what timing repair did --
item	in CTS	in global routing
cloned	0	0
endpoints found under the hold margin	0	0
resized	1	2
endpoints found under the setup margin	3	3
-- worst max-delay path, stage by stage, from the launching register on --
cell and delay (ps):
dfrtp_1 410, nor3_4 210, o21ai_1 120, clkdlybuf4s50_1 420
Power and IR drop assume default switching activity.
